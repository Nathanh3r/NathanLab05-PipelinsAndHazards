[constraint.sdc]
current_design alu

set clk_period 21.5
set clk_io_pct 0.2

create_clock -name clk0 -period $clk_period

set non_clock_inputs [all_inputs -no_clocks]
set_input_delay [expr $clk_period * $clk_io_pct] -clock clk0 $non_clock_inputs
set_output_delay [expr $clk_period * $clk_io_pct] -clock clk0 [all_outputs]
[run.sh]
#!/bin/bash
# OpenROAD 26Q1-2900-gdf79404cd8, Yosys 0.63+post, stock flow scripts
make -C /OpenROAD-flow-scripts/flow DESIGN_CONFIG=/design/flow/config.mk WORK_HOME=/design/flow/orfs finish
[config.mk]
export PLATFORM = sky130hd
export DESIGN_NAME = alu
export DESIGN_NICKNAME = alu
export VERILOG_FILES = /design/flow/design.v
export SDC_FILE = /design/flow/constraint.sdc
export NUM_CORES = 4
export LEC_CHECK = 1
export CORE_UTILIZATION = 40
[design.v]
`timescale 1ns / 1ps
module alu (
	input wire [3:0] alu_control,  
	input wire [32-1:0] A, 
	input wire [32-1:0] B , 
	output reg zero, 
	output reg [32-1:0] result
);
reg [32-1:0] temp ; 
always @(alu_control or A or B) 
begin
	case (alu_control)    
		4'b0000 :       result = A & B; 
		4'b0001 :        result = A | B; 
		4'b0010 :       result = A + B; 
		4'b0110 :  result = A - B; 
		4'b1100 :       result = ~(A | B) ; 
		4'b0111 : result = $signed(A) < $signed(B) ?  1 : 0;
		default : temp = { 32 {1'b0} } ; 
	endcase
	zero = (result == 0) ? 1 : 0; 
end 
endmodule
==> Implementation_results.wiki <==
== Metrics ==
{| class="wikitable"
! Metric !! Value
|-
| Final count of hold timing violations || 0
|-
| Total half-perimeter wirelength after legalization and detailed placement || 19,800 um
|-
| Synthesized flop and latch total || 32
|-
| Leakage power total || 3.34 nW
|-
| Kind of start point of the critical path || primary input
|-
| PostCTS Resize Cnt || 0
|-
| Area Overhead vs Synth || 17.8%
|-
| Worst vdd rail ir drop || 0.0000104 V
|-
| Vias after detailed routing || 7,456
|-
| Result of the run || completed
|-
| Post-synthesis instance area || between 6000 and 7000 sq um
|-
| Count of endpoints without a timing constraint || 64
|-
| Cell chain of the critical path || clkdlybuf4s50_1, inv_1, ha_1, inv_1, a211oi_1, a21oi_1, nor3_1, o2111a_1, nor4_1, o32a_1, nor3_1, nor4b_1, nand4b_1, nor4_2, clkdlybuf4s50_1
|-
| Asr flop ratio synth || 0%
|-
| Post-synthesis cell count from yosys || 949
|-
| Antenna Nets Post-Route || 0
|-
| Post-synthesis cell count || 949
|-
| Slew at the pin with the worst max-slew slack || between 1 and 1.5 ns
|-
| Kind of capture point of the worst setup path || primary output
|-
| Routed via count divided by cell count || around 6.1
|-
| Critical path data arrival time || ~9.6 ns
|-
| # rows || 46
|-
| Mean Syn Cell Area || 6.78 sq um
|-
| Number of buffers added for setup after CTS || 0
|-
| Fmax achieved || 0.0722 GHz
|-
| Proportion of layout cells with a drive suffix above 1 || 3.87%
|-
| Synthesis Warnings || 1
|-
| Areal power density over the cells || 26.1 nW/um^2
|-
| Final Wtd Congestion || 0.992
|-
| Worst hold path type || in -> out
|-
| Predominant post-synthesis flop cell || sky130_fd_sc_hd__dlxtn_1
|-
| Antenna diodes || 0
|-
| Violation tally from detailed-route iteration zero || 869
|-
| Die Y-Extent || 129 um
|-
| Number of buffers inserted by hold repair at cts || 0
|-
| Area of the core region || 15,800 sq um
|-
| Vias in the first global route || about 6,700
|-
| Path type of the worst setup path || in -> out
|-
| Post-route setup TNS || 0 ns
|-
| Post-synth EDFFs || 0
|-
| Die width || 129 um
|-
| Total design power || 0.198 mW
|-
| Distinct cell type count after synthesis || 80
|-
| First element of the critical path || A[5]
|-
| Tally of max-capacitance violations || 0
|-
| Total grt overflow || 0
|-
| Overall routed net length || around 25,000 um
|-
| DRC violations left || 0
|-
| Endpoint required time on the critical path || 17.20 ns
|-
| Number of primary I/O pins || just over 100
|-
| Number of port buffers || 101
|-
| Count of unclocked register or latch pins || 32
|-
| Final setup violation count || 0
|-
| RSZ-0062 raised after global routing || no
|-
| Slew Viols, Final || 0
|-
| Global-route wire length before repair || 38,800 um
|-
| Maximum net fanout on the critical path || 12
|-
| Layout filler cell count || about 1,600
|-
| Min Tclk post-route || 13.85 ns
|-
| Number of antenna violations at the first check in global routing || 0
|-
| Standard cell with the maximum stage delay on the critical path || sky130_fd_sc_hd__nor3_1
|-
| Floorplan Utilization || slightly above 40%
|-
| Max reg flops || 32
|-
| Maximum number of pins on one net before global-route repair || 38
|-
| Area figure in the yosys stat output || between 6000 and 7000 sq um
|-
| Number of optimization iterations in the first detailed-route pass || 8
|-
| Routed length per placed instance || 20.5 um
|-
| Total global-route track usage || 30.9%
|-
| Tally of OpenROAD warnings || 103
|-
| Slew margin rel. || 33.3%
|-
| Crit path capture || zero
|-
| Die area || approximately 17,000 sq um
|-
| Delay contributed by the slowest stage of the critical path || 0.72 ns
|-
| Period utilization || around 64%
|-
| Final-layout worst hold slack || between 10 and 15 ns
|}
==> area by class of cell <==
type	instances	area [sq um]	area share, %
Sequential cell	32	480	6.34
Inverter	103	387	5.10
Tap cell	216	270	3.56
Multi-Input combinational cell	761	5360	70.7
Timing Repair Buffer	111	1090	14.3
==> worst min path at each step <==
stage,from,endpoint,depth (start not counted)
finish,B[22],zero,7
global route,B[22],zero,7
CTS,B[22],zero,7
==> cells in the mapped netlist (9+ instances only) <==
library cell | n | share of area, %
sky130_fd_sc_hd__a221oi_1 | 11 | 1.5
sky130_fd_sc_hd__nor2_1 | 107 | 6.2
sky130_fd_sc_hd__dlxtn_1 | 32 | 7.5
sky130_fd_sc_hd__o31ai_1 | 9 | 1.0
sky130_fd_sc_hd__a21oi_1 | 71 | 5.5
sky130_fd_sc_hd__inv_1 | 102 | 5.9
sky130_fd_sc_hd__nand2_1 | 62 | 3.6
sky130_fd_sc_hd__clkbuf_1 | 43 | 2.5
sky130_fd_sc_hd__nor3_1 | 24 | 1.9
sky130_fd_sc_hd__a31oi_1 | 17 | 1.7
sky130_fd_sc_hd__nand4_1 | 10 | 0.97
sky130_fd_sc_hd__nor2b_1 | 16 | 1.6
sky130_fd_sc_hd__nor4_1 | 9 | 0.87
sky130_fd_sc_hd__o211ai_1 | 18 | 2.1
sky130_fd_sc_hd__ha_1 | 103 | 20
sky130_fd_sc_hd__a21o_1 | 15 | 1.7
sky130_fd_sc_hd__o21ai_0 | 52 | 4.0
sky130_fd_sc_hd__xnor2_1 | 10 | 1.4
sky130_fd_sc_hd__nand3_1 | 23 | 1.8
sky130_fd_sc_hd__a211oi_1 | 16 | 1.9
==> per-stage QoR <==
stage          instance area, sq um  cells  worst slack [ns]  utilization [%]
2_1_floorplan                  6440    949              9.99                -
3_3_place_gp                   7580   1223              7.81             48.1
3_5_place_dp                   7580   1223              7.80             48.1
4_1_cts                        7580   1223              7.78             48.1
5_1_grt                        7580   1223              7.48             48.1
6_report                       7580   1223              7.65             48.1
==> routing by layer <==
layer / global-route usage (%) / wire length (um)
met4: 7.54 / 767
met1: 46.8 / 11500
met3: 2.54 / 2100
met5: 0 / 0
met2: 47.3 / 10800
==> cells in the final DEF, fill, tap and decap left out, types with 11 or more instances in the layout <==
cell type,n
sky130_fd_sc_hd__ha_1,103
sky130_fd_sc_hd__a21oi_1,71
sky130_fd_sc_hd__o21ai_0,52
sky130_fd_sc_hd__dlxtn_1,32
sky130_fd_sc_hd__nor3_1,24
sky130_fd_sc_hd__o211ai_1,18
sky130_fd_sc_hd__a21o_1,15
sky130_fd_sc_hd__a211oi_1,16
sky130_fd_sc_hd__nand2_1,62
sky130_fd_sc_hd__nor2b_1,16
sky130_fd_sc_hd__a31oi_1,16
sky130_fd_sc_hd__inv_1,102
sky130_fd_sc_hd__nand3_1,23
sky130_fd_sc_hd__a221oi_1,11
sky130_fd_sc_hd__clkdlybuf4s50_1,101
sky130_fd_sc_hd__nor2_1,107
==> worst max-delay path: cells and delay by family <==
family | cells | cell delay [ns]
and+or+nand+nor | 6 | 1.77
AOI/OAI and AO/OA | 4 | 1.53
buffers and inverters | 4 | 1.38
adders and majority gates | 1 | 0.55
==> report_power, final <==
group / internal (mW) / total (mW) / switching (mW) / leakage [nW]
registers: 0.0107 / 0.0127 / 0.00195 / 0.255
logic: 0.0740 / 0.186 / 0.112 / 3.09
clock network: 0 / 0 / 0 / 0
==> cell families (layout without fill, tap and decap cells) <==
logic type,after synthesis,after routing,synth area share [%]
multiplexers,12,12,1.94
buffers and inverters,156,214,9.60
adder cells (fa/ha/maj),105,105,20.6
AND/OR/NAND/NOR,316,316,24.8
AND-OR/OR-AND,316,316,33.9
XOR/XNOR,12,12,1.63
latches,32,32,7.46
Power and IR drop assume default switching activity.
