[./config.mk]
export PLATFORM = sky130hd
export DESIGN_NAME = cpu_registers
export DESIGN_NICKNAME = cpu_registers
export VERILOG_FILES = /design/flow/design.v
export SDC_FILE = /design/flow/constraint.sdc
export NUM_CORES = 4
export LEC_CHECK = 1
export CORE_UTILIZATION = 40
[./constraint.sdc]
current_design cpu_registers

set clk_period 26.3
set clk_io_pct 0.2

create_clock -name clk0 -period $clk_period [get_ports {clk}]

set non_clock_inputs [all_inputs -no_clocks]
set_input_delay [expr $clk_period * $clk_io_pct] -clock clk0 $non_clock_inputs
set_output_delay [expr $clk_period * $clk_io_pct] -clock clk0 [all_outputs]
[./design.v]
`timescale 1ns / 1ps
module cpu_registers (
    input wire clk,	
    input wire rst , 
    input wire write_en,
    input wire [4:0] src1_addr,
    input wire [4:0] src2_addr, 
    input wire [4:0] dst_addr, 
    input wire [32-1:0]data_in    ,  
    output wire [32-1:0] src1_out  ,   
    output wire [32-1:0] src2_out  
);
reg [32-1:0] RFILE [32-1:0];
integer i;
assign src1_out = RFILE[src1_addr] ; 
assign src2_out = RFILE[src2_addr] ; 
always @(posedge clk)
begin 
    if (rst) begin 
        for (i = 0; i < 32; i = i + 1) begin
            RFILE[i] <= { 32 {1'b0} } ; 
        end 
    end else begin 
        if (write_en && dst_addr !== 5'b00000) begin 
            RFILE[dst_addr] <= data_in;				
        end 	
    end
end
endmodule
[./run.sh]
#!/bin/bash
# OpenROAD 26Q1-2900-gdf79404cd8, Yosys 0.63+post, stock flow scripts
make -C /OpenROAD-flow-scripts/flow DESIGN_CONFIG=/design/flow/config.mk WORK_HOME=/design/flow/orfs finish
==> changes_impl.md <==
## Flow update

- Clock root buffer: clkbuf_16
- Post-layout min period: 14780 ps
- Crit path DRT: 21040 ps
- Via count of the routed design: 37660
- Synth Warn #: 1
- Yosys chip area: 0.05589 mm²
- CTS buffer count: 116
- RSZ-0062 raised after global routing: false
- Setup TNS: 0 ps
- Setup Fix Bufs, Post-CTS: 0
- Layout cell share with drive strength beyond 1: 0.08294
- Biggest register: RFILE
- Top cell type's share of synthesized area: 0.5502
- Yosys stat cell total: 4605
- CTS Hold Buffers Added: 0
- Top Ports: 114
- Startpoint types: input pin
- Vias in the first global route: 38280
- Cell type with the largest total area: edfxtp_1
- Met2 usage: 0.4334
- Max cap viols: 0
- Cell Type Count: 29
- Clock sink count: 1024
- Top cells by area: edfxtp_1 55%, mux2i_1 18%, and2_1 11%
- Ys flop type: edfxtp_1
- Drt drc: 0
- Fmax: 67.68 MHz
- Register share after synthesis: 0.5502
- Reg clk slew, reported paths: 60 ps
- Clk buf depth: 3
- Leak: 23.99 nW
- Endpoint class of the critical path: primary output
- Avg Inst Size Synth: 12.14 µm²
- GRT busiest layer: met2
- Period utilization: 0.5618
- Arrival time worst endpoint: 9520 ps
- Pwr dens: 63.11 mW/mm²
- Initial DRC Count: 2333
- Flip-flop count of the largest register after layout: 1024
- Met3 Track Usage GR: 0.1702
- Initial antenna violation count: 5
- Ys async rst share: 0
- Flops after synth: 1024
- Wire length per cell: 29.70 µm
- Antenna Violating Nets Remaining: 0
- Routed WL: 194.1 mm
- Hpwl dp: 107.3 mm
- Status: complete, no violations
- First-pass GRT wire length: 275.2 mm
- Final Setup Violations: 0
- Final Util: 0.4509
- Die Wd: 375.8 µm
- Setup CP Type: input pin to primary output
- Fill cells: 12120
- Post-synth EDFFs: 1024
- Fin. max-slew vios: 0
- Netlist Area Pre-Place: 0.05589 mm²
- FP Util: 0.4050
- # rows: 136
- Die height: 375.8 µm
- H-tree level count: 3
- Max FO, Critical Path: 58
- Hold Fails Final Rpt: 0
- Routability cong.: 0.8911
- Post-cts sizing count: 0
- Via-to-Cell Ratio: 5.761
- Hold depth: 1
- TritonCTS clock tree: built
- Hold Path Class: input pin to flip-flop
- Drt first pass iters: 6
- Max VDD drop: 0.00005779 V
- Biggest regs: RFILE: 1024 flops
- Count of tool warnings: 26
- Port buffer count: 113
- Largest net degree at the start of global routing: 81
- Total track usage: 0.2934
- Overflow after GRT: 0
- Met1 GRT Util: 0.3689
- DIE AREA: 0.1412 mm²
- Relative slew slack: 0.2743
- Area growth, synth to finish: 11.33%
- Worst slew pin tran: 1086 ps
- Core Footprint: 0.1380 mm²
- Cells after synthesis: 4605
## power breakdown
group / leakage (nW) / internal (W) / switching [W] / total, W
Combinational: 12.5 / 0.000169 / 0.000298 / 0.000467
Sequential: 9.75 / 0.00189 / 0.0000436 / 0.00193
Clock: 1.71 / 0.000863 / 0.000666 / 0.00153
## layout by cell type (no fill, tap or decap), types with 4 or more instances in the layout
| cell type | n |
|---|---|
| a22o_1 | 128 |
| diode_2 | 7 |
| mux2i_1 | 1024 |
| nor3_1 | 64 |
| a31oi_1 | 64 |
| a22oi_1 | 192 |
| edfxtp_1 | 1024 |
| or2_2 | 33 |
| nor2_4 | 33 |
| nand2_1 | 194 |
| clkinv_1 | 33 |
| clkbuf_1 | 28 |
| clkdlybuf4s50_1 | 110 |
| clkinv_2 | 20 |
| nor2b_4 | 4 |
| a21oi_1 | 192 |
| bufinv_16 | 5 |
| clkbuf_16 | 118 |
| nand2b_2 | 4 |
| and2_1 | 992 |
| conb_1 | 32 |
| buf_4 | 150 |
| nand3_1 | 193 |
## layer usage
layer	part of all wire	vias to the layer above	routed length, µm
met5	0.00029	-	57
met1	0.36	18190	69940
met4	0.041	4	7942
met3	0.14	448	27820
li1	-	16790	-
met2	0.46	2233	88350
## cell families after synthesis
group | synth area share
other cells | 0.00006710
compound gates | 0.07021
simple gates | 0.1572
flops | 0.5502
buf+inv | 0.03895
mux | 0.1834
## final timing paths
kind / start / endpoint / slack (ps)
worst max-delay path: src1_addr[1] / src1_out[25] / 11520
worst min-delay path: rst / RFILE[0][9] / 5210
## through the flow
| step | cell area (µm²) | hold WS [ps] | power (W) | setup WS [ps] | instances |
|---|---|---|---|---|---|
| 2_1_floorplan | 56010 | 5458 | 0.002226 | 14660 | 4636 |
| 3_3_place_gp | 58690 | 5947 | 0.002421 | 11620 | 6318 |
| 3_5_place_dp | 58690 | 5946 | 0.002424 | 11590 | 6318 |
| 4_1_cts | 62200 | 5148 | 0.003943 | 11560 | 6529 |
| 5_1_grt | 62200 | 5208 | 0.004045 | 11310 | 6529 |
| 6_report | 62220 | 5206 | 0.003927 | 11520 | 6536 |
## Yosys cell counts, types with 7 or more instances
cell type	number
a22oi_1	192
buf_2	112
or2_2	33
buf_4	63
a31oi_1	64
nand2_1	196
mux2i_1	1024
clkbuf_2	8
clkbuf_4	7
nor2_1	23
nand3_1	193
edfxtp_1	1024
clkbuf_1	224
buf_6	12
and2_1	994
nor2_4	7
a22o_1	128
nor3_1	64
a21oi_1	192
buf_1	20
## layout make-up
type,instances,area [µm²],share of cell area
flip-flops and latches,1024,30750,0.4942
multi-input cells,3166,23310,0.3746
clock buffers,146,3058,0.04915
well taps,1863,2331,0.03746
repair buffers,265,2302,0.03700
clock inverters,65,452.9,0.007279
diodes,7,17.52,0.0002815
## critical path: stages
cell,delay [ps]
buf_8,460
buf_4,620
buf_4,730
buf_4,740
mux2i_1,260
a22o_1,160
nor3_1,50
a31oi_1,390
nand3_1,230
clkdlybuf4s50_1,460
No activity file was given, so power comes from the tool's default toggle rates.
